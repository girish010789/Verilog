`flow/design.v`:
```
module single_port (clk,address,data,data_out,cs,we,oe);
parameter WIDTH = 8;
parameter RAM_DEPTH = 16;
input clk,cs,we,oe;
input [WIDTH-1:0] address;
input [WIDTH-1:0] data;
output [WIDTH-1:0] data_out;
reg [WIDTH-1:0] mem [RAM_DEPTH-1:0];
reg oe_r;
reg [WIDTH-1:0] data_out;
always @ (*)
begin
if (cs && oe && !we) 
	data_out = data; 
else 
	data_out = 8'b0; 
end
always @ (posedge clk)
begin
if (cs && we) begin
	mem[address] = data;
end
end
always @ (posedge clk)
begin
if (cs && oe && !we) begin
	data_out = mem[address];
	oe_r = 1;
end 
else begin
	oe_r = 0;
end
end
endmodule
```
`flow/run.sh`:
```
#!/bin/bash
# OpenROAD 26Q1-2900-gdf79404cd8, Yosys 0.63+post, stock flow scripts
make -C /OpenROAD-flow-scripts/flow DESIGN_CONFIG=/design/flow/config.mk WORK_HOME=/design/flow/orfs finish
```
`flow/config.mk`:
```
export PLATFORM = sky130hd
export DESIGN_NAME = single_port
export DESIGN_NICKNAME = single_port
export VERILOG_FILES = /design/flow/design.v
export SDC_FILE = /design/flow/constraint.sdc
export NUM_CORES = 4
export LEC_CHECK = 1
export CORE_UTILIZATION = 30
```
`flow/constraint.sdc`:
```
current_design single_port

set clk_period 3.1
set clk_io_pct 0.2

create_clock -name clk0 -period $clk_period [get_ports {clk}]

set non_clock_inputs [all_inputs -no_clocks]
set_input_delay [expr $clk_period * $clk_io_pct] -clock clk0 $non_clock_inputs
set_output_delay [expr $clk_period * $clk_io_pct] -clock clk0 [all_outputs]
```
==> summary.json <==
{
  "yosys": {
    "library_cells_used_by_synthesis": 18,
    "synth_sequential_area_ratio": 0.7722,
    "synth.yosys.warnings": 1,
    "ys_cells": 243,
    "number_of_synthesized_register_bits": 136,
    "asyncSetResetFlopFracSynth": 0,
    "ys_dominant_reg_cell": "sky130_fd_sc_hd__edfxtp_1",
    "synth-edff-count": 136,
    "yosys-stat-area_um2": 5289
  },
  "run_status": {
    "failing_step": "synthesis",
    "outcome": "aborted with a tool error",
    "flow.first_error": "ERROR: Found 8 problems in 'check -assert'."
  }
}
-- synth_stat cells, types with 3 or more instances --
| cell | count | area (um^2) |
|---|---|---|
| sky130_fd_sc_hd__nor3_1 | 4 | 20.02 |
| sky130_fd_sc_hd__nor2_1 | 14 | 52.55 |
| sky130_fd_sc_hd__a22oi_1 | 16 | 120.1 |
| sky130_fd_sc_hd__edfxtp_1 | 136 | 4084 |
| sky130_fd_sc_hd__nand2_1 | 11 | 41.29 |
| sky130_fd_sc_hd__clkbuf_1 | 3 | 11.26 |
| sky130_fd_sc_hd__and2_1 | 9 | 56.30 |
| sky130_fd_sc_hd__mux4_1 | 16 | 420.4 |
| sky130_fd_sc_hd__buf_1 | 4 | 15.01 |
| sky130_fd_sc_hd__mux4_2 | 16 | 360.4 |
| sky130_fd_sc_hd__buf_2 | 3 | 15.01 |
-- cells by family after synthesis --
| group | share of synthesized area |
|---|---|
| AOI/OAI and AO/OA | 0.02271 |
| buffers and inverters | 0.01490 |
| DFF | 0.7722 |
| muxes | 0.1476 |
| and+or+nand+nor | 0.04258 |
