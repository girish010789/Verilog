<file path="run.sh">
#!/bin/bash
# OpenROAD 26Q1-2900-gdf79404cd8, Yosys 0.63+post, stock flow scripts
make -C /OpenROAD-flow-scripts/flow DESIGN_CONFIG=/design/flow/config.mk WORK_HOME=/design/flow/orfs finish
</file>
<file path="config.mk">
export PLATFORM = sky130hd
export DESIGN_NAME = alu
export DESIGN_NICKNAME = alu
export VERILOG_FILES = /design/flow/design.v
export SDC_FILE = /design/flow/constraint.sdc
export NUM_CORES = 4
export LEC_CHECK = 1
export CORE_AREA = 10 10 73 73
export DIE_AREA = 0 0 83 83
</file>
<file path="constraint.sdc">
current_design alu

set clk_period 9.2
set clk_io_pct 0.2

create_clock -name clk0 -period $clk_period

set non_clock_inputs [all_inputs -no_clocks]
set_input_delay [expr $clk_period * $clk_io_pct] -clock clk0 $non_clock_inputs
set_output_delay [expr $clk_period * $clk_io_pct] -clock clk0 [all_outputs]
</file>
<file path="design.v">
module alu (a,b,select,out);
input [3:0] a,b;
input [2:0] select;
output [4:0] out;
reg [4:0] out;
always @ (*)
begin
case(select)
	3'b000:  out = {1'b0,a}; 
	3'b001:  out = a + b;
	3'b010:  out = a - b;
	3'b011:  out = a / b;
	3'b100:  out = a % b;
	3'b101:  out = a << 1;
	3'b110:  out = a >> 1;
	3'b111:  out = (a > b);
endcase
end
endmodule
</file>
==> impl_metrics.py <==
# Physical implementation metrics
metrics = {
    "finish": {
        "seq_cell_count": 0,
        "drive_gt1_frac": 0.215,
        "area_delta_synth_final_pct": 29.2,
        "fill_cells": 383,
        "regArea_um2": 0,
        "n_clock_buffer": 0,
        "final_area_mm2": 0.00165,
    },
    "pwr": {
        "vdd_drop_max_mv": 0.0378,
        "p_leak_uw": 0.000709,
        "finalPower_uw": 144,
        "p_per_area_mw_per_mm2": 87.3,
    },
    "worst_hold_path": {
        "whs_endpoint": "out[1]",
        "hp-start": "b[1]",
        "hp-class": "primary input to output pin",
        "min_path_cells": 6,
    },
    "worst_setup_path": {
        "cp_cell_sequence": "clkdlybuf4s50_1, ha_1, o21ai_1, nor3_2, nor2_1, ha_1, o21a_1, or4_4, o31ai_2, ha_1, nand4_1, o21bai_1, a21oi_1, buf_4, mux2_2, inv_1, ha_1, a21oi_2, o211ai_1, o22ai_4, mux2_2, a2bb2oi_1, clkdlybuf4s50_1",
        "cp_max_fo": 4,
        "max_stage_delay_ps": 530,
        "cp_top_family": "AND-OR/OR-AND gates",
        "crit_buf_inv": 4,
        "cp_data_arrival_time_ps": 6980,
        "cp.required_ps": 7360,
        "worst_setup_path_start_kind": "primary input",
        "crit_cells": 23,
        "path_class": "primary input to output pin",
        "crit_slowest_cell": "or4_4",
        "cp-end-kind": "output pin",
        "path_common_cell": "ha_1",
    },
    "timing": {
        "maxSlewViolCount": 0,
        "max_freq_ghz": 0.113,
        "rsz0062_at_grt": "false",
        "slew_headroom": 0.475,
        "finalCritPeriodShare": 0.959,
        "finalHoldViolations": 0,
        "finalSetupTns_ps": 0,
        "setup_violations": 0,
        "tightest_slew_ps": 784,
        "finalCriticalPeriod_ps": 8820,
    },
    "logic_synthesis": {
        "synthesis.area_mm2": 0.00128,
        "postSynthSeqShare": 0,
        "ys_cells": 173,
        "yosysChipArea_mm2": 0.00128,
        "synth.avg_cell_area_um2": 7.38,
        "synthCells": 173,
        "ys_warn_count": 1,
        "synth_cell_types": 49,
    },
    "placed_design": {
        "port_buffers": 16,
        "dpl.hpwl_um": 2820,
        "dpl_cell_area_mm2": 0.00157,
        "gp_congestion": 0.916,
    },
    "detailed_routing": {
        "first_pass_iters": 4,
        "drtAntennaViolNets": 0,
        "num_vias": 1332,
        "wl_per_cell_um": 14.3,
        "route.met3.wl_um": 100,
        "drt_wl_total_um": 3550,
        "wl_met2_um": 1510,
        "drtIter0Drc": 89,
        "drt-met1-wl_um": 1900,
        "num_antenna_cells": 0,
        "drc": 0,
        "topRoutingLayerUsed": "met4",
        "vias_per_cell": 5.37,
    },
    "job": {
        "warnings": 37,
        "max_cap_violations": 0,
    },
    "floorplan": {
        "fp.dieH_um": 83,
        "pin_count": 16,
        "fp_util": 0.341,
        "row_count": 22,
        "dieArea_mm2": 0.00689,
        "chipWidth_um": 83,
        "coreArea_mm2": 0.00374,
    },
    "run_status": {
        "outcome": "completed",
    },
    "grt": {
        "grt_max_degree": 24,
        "grt_pass1_vias": 1211,
        "grt_first_pass_wirelength_um": 5890,
        "overflow": 0,
        "antenna_found_initial": 0,
        "grt.total_usage": 0.0959,
    },
    "clock_tree": {
        "holdBufCountCts": 0,
    },
}
## how the worst max path moves through the flow
stage / to / startpoint / slack, ps
global route: out[0] / a[3] / 80
finish: out[0] / a[3] / 380
CTS: out[0] / b[1] / 50
## Yosys cell counts (3+ instances only)
library cell / n / area, µm²
nor3_1: 6 / 30.0
ha_1: 21 / 263
inv_1: 14 / 52.6
clkbuf_1: 5 / 18.8
nand2_1: 8 / 30.0
nor2b_1: 4 / 25.0
a21oi_1: 18 / 90.1
fa_1: 3 / 60.1
nor2_1: 12 / 45.0
nand2b_1: 3 / 18.8
nand3_1: 3 / 15.0
mux2i_1: 5 / 50.1
o211ai_1: 3 / 22.5
nand4_1: 3 / 18.8
mux2_2: 5 / 56.3
a21o_1: 3 / 22.5
o21ai_0: 13 / 65.1
xnor2_1: 8 / 70.1
## metal layers
metal  GRT usage  vias to the layer above
li1            -                      704
met1       0.144                      609
met2       0.150                       17
met3     0.00591                        2
met4     0.00769                        0
met5           0                        -
## power by group
| part | switching, µW | internal, µW |
|---|---|---|
| registers | 0 | 0 |
| logic | 68.4 | 75.6 |
| clock network | 0 | 0 |
| total | 68.4 | 75.6 |
## logic make-up (layout without fill, tap and decap cells)
logic type / after synthesis / after routing / synth area share
AOI/OAI and AO/OA: 59 / 59 / 0.321
xor gates and xnor gates: 8 / 8 / 0.0549
adders and majority gates: 25 / 25 / 0.261
buffers and inverters: 21 / 48 / 0.0627
muxes: 11 / 11 / 0.0951
other: 1 / 1 / 0.00294
and+or+nand+nor: 48 / 48 / 0.203
## what timing repair did
item | 4_1_cts | 5_1_grt
setup buffers | 0 | 4
resized | 1 | 14
pin swaps | 0 | 11
endpoints found under the setup margin | 1 | 5
## metrics by stage
step / worst slack, ps / utilization / hold slack, ps / std cells
after global routing: 76.5 / 0.441 / 4780 / 248
after CTS: 51.4 / 0.420 / 4870 / 244
after floorplan: 1090 / - / 3790 / 173
after detailed placement: 24.4 / 0.420 / 4870 / 244
final: 378 / 0.441 / 4710 / 248
after global placement: 86.7 / 0.420 / 4860 / 244
## placed cells by master (no fill, tap or decap), drive strengths merged, types with 4 or more instances in the layout
master / count
ha: 21
buf: 18
a21oi: 18
o21ai: 15
clkdlybuf4s50: 14
inv: 14
nor2: 13
xnor2: 8
nand2: 8
mux2: 6
nor3: 6
mux2i: 5
nor2b: 4
a21o: 4
## layout make-up
class	instances	area, µm²	area share
repair buffers	34	300	0.182
well taps	48	60.1	0.0364
inverters	14	52.6	0.0319
multi-input cells	152	1240	0.750
Power is estimated from default activity; no workload was simulated.
