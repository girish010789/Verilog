`/design/flow/run.sh`:
```
#!/bin/bash
# OpenROAD 26Q1-2900-gdf79404cd8, Yosys 0.63+post, stock flow scripts
make -C /OpenROAD-flow-scripts/flow DESIGN_CONFIG=/design/flow/config.mk WORK_HOME=/design/flow/orfs finish
```
`/design/flow/config.mk`:
```
export PLATFORM = sky130hd
export DESIGN_NAME = sequence_detector
export DESIGN_NICKNAME = sequence_detector
export VERILOG_FILES = /design/flow/design.v
export SDC_FILE = /design/flow/constraint.sdc
export NUM_CORES = 4
export LEC_CHECK = 1
export CORE_AREA = 10 10 70 70
export DIE_AREA = 0 0 80 80
```
`/design/flow/design.v`:
```
module sequence_detector (clock,reset,in,out);
input clock,reset,in;
reg [2:0] present_state;
reg [2:0] next_state;
output reg out;
always @ (posedge clock)
begin 
if (reset)
	present_state <= #5 3'd0;
else
	present_state <= #5 next_state;
end
always @ (present_state or in or reset)
begin
case(present_state)
3'd0: 
	if (in == 1'b1)
	begin
		next_state = 3'd1; 
		out = 1'b0;
	end
	else
	begin
		next_state = 3'd0;
		out = 1'b0;
	end
3'd1: 
	if (in == 1'b1)
	begin
		next_state = 3'd1;
		out = 1'b0;
	end
	else
	begin
		next_state = 3'd2;
		out = 1'b0;
	end
3'd2: 
	if (in == 1'b1)
	begin
		next_state = 3'd3;
		out = 1'b0;
	end
	else
	begin
		next_state = 3'd0;
		out = 1'b0;
	end
3'd3: 
	if (in == 1'b1)
	begin
		next_state = 3'd4;
		out = 1'b0;
	end
	else
	begin
		next_state = 3'd2;
		out = 1'b0;
	end
3'd4: 
	if (in == 1'b1)
	begin 
		next_state = 3'd1;
		out = 1'b0;
	end
	else
	begin
		next_state = 3'd5;
		out = 1'b0;
	end
3'd5: 
	if (in == 1'b1)
	begin
		next_state = 3'd1;
		out = 1'b1;
	end
	else
	begin
		next_state = 3'd0;
		out = 1'b1;
	end
default:
	begin
	next_state = 3'd0;
	out = 1'b0;
	end
endcase
end
endmodule
```
`/design/flow/constraint.sdc`:
```
current_design sequence_detector

set clk_period 1.7
set clk_io_pct 0.2

create_clock -name clk0 -period $clk_period [get_ports {clock}]

set non_clock_inputs [all_inputs -no_clocks]
set_input_delay [expr $clk_period * $clk_io_pct] -clock clk0 $non_clock_inputs
set_output_delay [expr $clk_period * $clk_io_pct] -clock clk0 [all_outputs]
```
==> job_summary.md <==
## Implementation flow summary

| Metric | Value |
|---|---|
| Syn Area/Cell | 11.9 µm² |
| CTS buffer count | 3 |
| Logic pwr share | 4.7% |
| Core Rows | 21 |
| CTS Sinks | 6 |
| Post-synthesis cell area | 179 µm² |
| Synth top cells by count | dfxtp_1 (6), and2_1 (2), nor2_1 (2) |
| Top-count cell post-synth | dfxtp_1 |
| Die Ht | ~80 µm |
| Internal Power | 0.233 mW |
| FMAX | between 0.7 and 0.8 GHz |
| Fin Setup TNS | 0 ns |
| Biggest register | present_state |
| Chip Area | around 6400 µm² |
| Critical R2R Launch | present_state[3] |
| Tool warnings | 25 |
| Cell Pwr Density | 987 nW/µm² |
| CTS max path bufs | 2 |
| Crit. path cell count | 1 |
| Top Registers | present_state x6 |
| Worst-Skew Late Latency | between 0.2 and 0.25 ns |
| DR iter-0 viols | 10 |
| Clock share of power | a little over two fifths |
| Sw Pwr | 0.0544 mW |
| CTS root buf | clkbuf_4 |
| Post-synth top area cell | dfxtp_1 |
| FF-to-FF setup slack | 0.88 ns |
| CTS resizes | 0 |
| H-Tree Depth | 1 |
| Critical path class | reg2out |
| Leak | 0.0900 nW |
| Min Clock Period, post-route | between 1 and 1.5 ns |
| Syn. warnings | 1 |
| Global route total overflow | 0 |
| Via count | approximately 130 |
| Post-DR wirelength/cell | approximately 5.4 µm |
| IO Pins | 4 |
| Total GRT Usage | roughly 1.4% |
| Initial antenna violation count | 1 |
| Core box area | around 3400 µm² |
| Sw Ratio | 18.9% |
| Share of layout cells above drive strength 1 | a little under a fifth |
| Vias/cell | about 2.0 |
| CP arrival | roughly 1.1 ns |
| Top_reg_cell synth | dfxtp_1 |
| CTS Hold Buffers Added | 0 |
| Critical Path Start | present_state[4] |
| RSZ-0062 raised after global routing | false |
| Worst path cell trace | clkdlybuf4s50_1 |
| Status | completed |
| Final Cell Area | between 200 and 300 µm² |
| Worst vdd ir | 0.194 mV |
| CTS tree | done |
| Yosys synthesis chip area | between 150 and 200 µm² |
| Vias in the first global route | between 100 and 150 |
| DIE WIDTH | 80 µm |
| First-pass GRT wire length | around 610 µm |
| FP Core Util | between 5 and 6% |
| Final non-filler cell total | slightly below 70 |
| CP max stage cell | clkdlybuf4s50_1 |
| Slew Limit Fails | 0 |
| Max reg flops | 6 |
| Total power | ~0.29 mW |
| Crit path to | out |
| Mapped Cells | 15 |
| Largest net degree at the start of global routing | 5 |
| Worst-Margin Slew | 0.238 ns |
| M1 WL | between 150 and 200 µm |
| ANT nets after route | 0 |
| Pre-antenna DRT Iters | 2 |
| Worst-path clk slew | around 0.040 ns |
| Seq share, synth | between 60% and 70% |
| Seq pwr share | 51.5% |
| Tally of filler cells in the layout | 397 |
| Max-cap violation count | 0 |
| Wire length on met2 | roughly 100 µm |
| Tcrit/Tclk final | between 80 and 90% |
| Count of library flops with an enable pin | 0 |
| Endpoints failing setup | 0 |
| Number of cells in Yosys stat | 15 |
| WL met3 | between 70 and 80 µm |
| Clk_skew | 0.00227 ns |
| Yosys reg bits | 6 |
| CP Launch Type | flip-flop |
| Area after DPL | around 270 µm² |
| Reg2reg path depth | 1 |
| Buffers & Inverters on Critical Path | 1 |
| Crit-path max cell delay | 0.48 ns |
| Synth area leaders | dfxtp_1 (67%), and2_1 (7.0%), o41a_1 (6.3%) |
| Post-synthesis async set-or-reset flop share | 0% |
| DRC | 0 |
| Delay-heaviest family, CP | buffers and inverters |
| IO Port Bufs | 3 |
| Dpl cells | 64 |
| Final Hold Violation Tally | 0 |
| Slew HR | between 80% and 90% |
| Worst setup EP type | output port |
| Drt total wl | 366 µm |
| CP required | about 1.4 ns |
| Kind of path behind the tightest hold check | reg2reg |
| Synth-to-Final Area Change | 62.9% |
| DR top layer | met3 |
| Post-synth top area share | between 60% and 70% |
| Final GP Congestion | 0.699 |
| R2R Path End | present_state[3] |
| Post-CTS setup buffer count | 0 |
| Final Util | 8.53% |
| Yosys cell types | 8 |
| Crit Path Max Fanout | 3 |
-- cell usage in the layout, fill, tap and decap left out --
master	count
nor4_1	1
nor2b_2	1
nor2_1	2
and2_1	2
clkbuf_4	3
dfxtp_1	6
nor3b_1	1
clkdlybuf4s50_1	3
nor3_1	1
o41a_1	1
diode_2	1
-- worst min-delay path by stage --
stage,from,endpoint,slack (ns),depth (start not counted)
CTS,present_state[5],present_state[1],0.47,1
global route,present_state[2],present_state[5],0.50,1
finish,present_state[2],present_state[5],0.47,1
-- power groups by stage --
stage | Sequential [mW] | Clock, mW | Combinational (mW)
after CTS | 0.148 | 0.131 | 0.0134
after global routing | 0.149 | 0.142 | 0.0151
final | 0.148 | 0.126 | 0.0135
-- per-layer routing --
metal | global-route usage (%) | up-vias
li1 | - | 68
met1 | 1.47 | 57
met2 | 1.52 | 8
met3 | 2.05 | 0
met4 | 0.176 | 0
met5 | 0 | -
-- stage by stage --
step / hold slack [ns] / setup WS (ns)
global route: 0.496 / 0.231
floorplan: 0.415 / 0.899
finish: 0.465 / 0.285
CTS: 0.468 / 0.273
global placement: 0.437 / 0.413
detailed placement: 0.452 / 0.403
-- final cells by class --
type                    count  area, µm²  area share (%)
clock buffers               3       22.5            7.73
flip-flops and latches      6        120            41.2
repair buffers              3       30.0            10.3
multi-input cells           9       58.8            20.2
well taps                  46       57.6            19.7
diodes                      1       2.50           0.858
-- cell families after synthesis --
kind of cell    synth area share, %
compound gates                 6.29
flops                          67.1
simple gates                   26.6
Power and IR drop assume default switching activity.
